File: flow/design.v
module RegFile (
    input wire clk,
    input wire rst,
    input wire [15:0] WrData,
    input wire [2:0] address,
    input wire WrEn,
    RdEn,
    output reg [15:0] RdData
);
  reg [15:0] Reg_File[7:0];   
  always @(posedge clk or negedge rst) begin
    if (!rst) begin
      Reg_File[0] <= 16'b0;
      Reg_File[1] <= 16'b0;
      Reg_File[2] <= 16'b0;
      Reg_File[3] <= 16'b0;
      Reg_File[4] <= 16'b0;
      Reg_File[5] <= 16'b0;
      Reg_File[6] <= 16'b0;
      Reg_File[7] <= 16'b0;
    end else begin
      if (RdEn && !WrEn) begin
        RdData <= Reg_File[address];
      end else if (WrEn && !RdEn) begin
        Reg_File[address] <= WrData;
      end
    end
  end
endmodule
File: flow/run.sh
#!/bin/bash
# OpenROAD 26Q1-2900-gdf79404cd8, Yosys 0.63+post, stock flow scripts
make -C /OpenROAD-flow-scripts/flow DESIGN_CONFIG=/design/flow/config.mk WORK_HOME=/design/flow/orfs finish
File: flow/config.mk
export PLATFORM = sky130hd
export DESIGN_NAME = RegFile
export DESIGN_NICKNAME = RegFile
export VERILOG_FILES = /design/flow/design.v
export SDC_FILE = /design/flow/constraint.sdc
export NUM_CORES = 4
export LEC_CHECK = 1
export CORE_UTILIZATION = 40
File: flow/constraint.sdc
current_design RegFile

set clk_period 1.5
set clk_io_pct 0.2

create_clock -name clk0 -period $clk_period [get_ports {clk}]

set non_clock_inputs [all_inputs -no_clocks]
set_input_delay [expr $clk_period * $clk_io_pct] -clock clk0 $non_clock_inputs
set_output_delay [expr $clk_period * $clk_io_pct] -clock clk0 [all_outputs]
==> results.yml <==
# implementation run metrics
global_routing:
  grt.total_usage_pct: 19.3
  grt_pass1_vias: 4124
  grt_max_degree: 129
  grt_pass1_wl_microns: 22800
  overflow: 0
  antenna_found_initial: 0
clocking:
  numCtsBuffers: 17
  cts.clk_slew.worst_paths_ns: 0.06
  cts_sinks: 144
  clock_path_buffers: 2
  cts_tree: "yes"
  cts.htree.levels: 4
  insertion_delay_ns: 0.41
  cts_root_buffer: "clkbuf_16"
  cts_hold_buffers: 0
place:
  place_ws_ns: -0.556
  io_buffers: 38
  gp_congestion: 0.772
  placed_cells: 700
  dp_hpwl_microns: 8790
  placed_cell_area_sq_um: 7390
timing:
  holdWs_ns: 0.00176
  fmax_mhz: 679
  timing.final.crit_share_pct: 98.2
  setup_ws_ns: 0.0270
  slew_headroom_pct: 54.5
  max_slew.worst_pin.slew_ns: 0.682
  finalSetupViolations: 0
  finalMaxSlewViolations: 0
  fin_worst_skew_ns: 0.00676
  final_hold_viol_count: 0
  rsz0062_at_grt: "true"
  fin_crit_ns: 1.47
critical_path:
  cp.arrival_ns: 1.77
  cp-end-kind: "flop"
  cp_num_buf_inv: 3
  crit_family: "buffers and inverters"
  worstPathCellList: "dlygate4sd2_1, nand3b_4, buf_12, nor3_4, bufbuf_16, mux2_2"
  worstSetupPathType: "in -> reg"
  critPathSlowestCell: "mux2_2"
  required_ns: 1.80
  max_stage_delay_ns: 0.32
  worstPathMaxFanout: 5
  start_kind: "input port"
synth:
  synthCells: 434
  synthAdderAreaFrac_pct: 0
  mux_area_share_pct: 30.2
  ys_ff: 144
  yosys.area_share.simple_pct: 3.78
  synth.avg_cell_area_sq_um: 14.8
  ys_sh_aoi_pct: 5.89
  async_reset_ff_share_pct: 88.9
  ys_cells: 434
  top_logic_kind: "multiplexers"
  yosys_area_sq_um: 6410
  synth_warnings: 2
  ys_seq_share_pct: 57.4
  edf_count: 16
  synth_cell_types: 33
  xor_share_pct: 0
  synth_area_sq_um: 6410
  synthFlopType: "dfrtp_1"
floorplan:
  io_pins: 39
  die_h_microns: 129
  die_area_sq_um: 16500
  fp-utilization_pct: 41.6
  rows: 45
  core_sq_um: 15400
  die_w_microns: 129
layout:
  layout_top_cell: "dfrtp_1"
  fin_cells: 737
  drive_gt1_share_pct: 42.0
  mostFrequentLayoutCells: "dfrtp_1 (128), mux2_2 (118), mux2i_1 (46), buf_4 (33), clkbuf_16 (17)"
  design_area_sq_um: 8020
  syn2layout_area_growth_pct: 25.1
detailed_routing:
  drtAntennaViolNets: 0
  diodes: 0
  route.detailed.drc: 0
  firstDrtPassIters: 4
  route.vias.total: 3920
  drt_iter0_markers: 176
  wl_microns: 14100
  wl_per_cell_microns: 19.1
  via_per_inst: 5.32
status:
  status: "complete, no violations"
power:
  ir_worst_vdd_mv: 0.827
  power_density_nw_per_um2: 1340
  p_sw_mw: 2.60
  pwr-share-seq_pct: 48.2
  switching_share_pct: 24.2
  intPower_mw: 8.16
  pwr-share-comb_pct: 16.0
  power.share.clock_pct: 35.8
  power_mw: 10.8
  p_leak_nw: 3.60
flow_run:
  warnings: 29
  maxCapViolations: 0
worst_hold_path:
  hold_class: "in -> async"
[final timing paths]
| path | start | endpoint | slack, ns | cells after the start |
|---|---|---|---|---|
| min in group clk0 | Reg_File[1][11]$_DFFE_PN0P_ | Reg_File[1][11]$_DFFE_PN0P_ | 0.50 | 1 |
| max | RdEn | Reg_File[6][11]$_DFFE_PN0P_ | 0.03 | 6 |
| max reg2reg | Reg_File[2][7]$_DFFE_PN0P_ | RdData[7]$_DFFE_PP_ | 0.40 | 3 |
| min | rst | Reg_File[0][2]$_DFFE_PN0P_ | 0.002 | 2 |
| min reg2reg | Reg_File[1][11]$_DFFE_PN0P_ | Reg_File[1][11]$_DFFE_PN0P_ | 0.50 | 1 |
| max in group asynchronous | rst | Reg_File[6][14]$_DFFE_PN0P_ | 0.99 | 2 |
[synth_stat cells, types with 3 or more instances]
master / count / area [sq um]
buf_4: 3 / 22.5
nand2b_1: 3 / 18.8
o22ai_1: 15 / 93.8
nor3b_1: 11 / 82.6
nor2_1: 3 / 11.3
mux2_2: 118 / 1330
dfrtp_1: 128 / 3200
a211oi_1: 10 / 75.1
a221oi_1: 5 / 43.8
buf_2: 13 / 65.1
mux2i_1: 46 / 460
inv_1: 6 / 22.5
o22a_1: 15 / 131
clkbuf_1: 8 / 30.0
edfxtp_1: 16 / 480
mux2_4: 10 / 150
[per-layer routing]
layer / global-route usage [%] / vias up / part of all wire, %
li1: - / 1791 / -
met1: 29.6 / 2054 / 47
met2: 30.7 / 68 / 48
met3: 4.07 / 7 / 4.1
met4: 1.80 / 0 / 0.88
met5: 0 / - / 0
[logic make-up after synthesis]
| kind of cell | after synthesis |
|---|---|
| AND-OR/OR-AND | 50 |
| buffers and inverters | 34 |
| flip-flops | 144 |
| multiplexers | 174 |
| AND/OR/NAND/NOR | 32 |
[registers in the layout, indices dropped and copies added (netlist names)]
name	count
RdData	16
Reg_File	128
[through the flow]
step                      utilization (%)  setup TNS, ns
final                                52.0              0
after global routing                 52.0         -0.117
after CTS                            51.9              0
after detailed placement             47.9         -65.31
after global placement               47.9         -64.13
after floorplan                         -         -0.541
[power groups by stage]
stage / sequential (mW) / combinational (mW) / clock, mW
CTS: 5.19 / 1.75 / 3.91
global route: 5.29 / 1.90 / 4.09
finish: 5.19 / 1.72 / 3.85
[final cells by class]
| class | count | area, sq um |
|---|---|---|
| tap | 211 | 264 |
| inverter | 6 | 22.5 |
| sequential | 144 | 3680 |
| fill | 1334 | 7400 |
| multi-input combinational | 256 | 2590 |
| timing repair buffer | 88 | 922 |
| clock inverter | 11 | 91.3 |
| clock buffer | 21 | 450 |
[what timing repair did]
action,4_1_cts,5_1_grt
gates cloned,2,0
pin swaps,2,0
resized,24,4
setup endpoints to repair,107,17
setup buffers,3,0
Power and IR drop assume default switching activity.
