--- /design/flow/config.mk ---
export PLATFORM = sky130hd
export DESIGN_NAME = ALU_TOP
export DESIGN_NICKNAME = ALU_TOP
export VERILOG_FILES = /design/flow/design.v
export SDC_FILE = /design/flow/constraint.sdc
export NUM_CORES = 4
export LEC_CHECK = 1
export CORE_UTILIZATION = 50
--- /design/flow/constraint.sdc ---
current_design ALU_TOP

set clk_period 1.4
set clk_io_pct 0.2

create_clock -name clk0 -period $clk_period [get_ports {CLK_TOP}]

set non_clock_inputs [all_inputs -no_clocks]
set_input_delay [expr $clk_period * $clk_io_pct] -clock clk0 $non_clock_inputs
set_output_delay [expr $clk_period * $clk_io_pct] -clock clk0 [all_outputs]
--- /design/flow/design.v ---
module ALU_TOP #(
    parameter A_width_TOP = 16,
    parameter B_width_TOP = 16,
    parameter ARITH_OUT_width_TOP = 16,
    parameter LOGIC_OUT_width_TOP = 16,
    parameter CMP_OUT_width_TOP = 16,
    parameter SHIFT_OUT_width_TOP = 16
) (
    input wire CLK_TOP,
    input wire RST_TOP,
    input wire [A_width_TOP-1 : 0] A_IN_TOP,
    input wire [B_width_TOP-1 : 0] B_IN_TOP,
    input wire [3:0] ALU_FUN_TOP,
    output wire ARITH_Flag_TOP,
    output wire LOGIC_Flag_TOP,
    output wire CMP_Flag_TOP,
    output wire SHIFT_Flag_TOP,
    output wire [ARITH_OUT_width_TOP-1 : 0] ARITH_OUT_TOP,
    output wire Carry_out_TOP,
    output wire [LOGIC_OUT_width_TOP-1 : 0] LOGIC_OUT_TOP,
    output wire [CMP_OUT_width_TOP-1 : 0] CMP_OUT_TOP,
    output wire [SHIFT_OUT_width_TOP-1 : 0] SHIFT_OUT_TOP
);
  wire ARITH_ENABLE_SIGNAL;
  wire LOGIC_ENABLE_SIGNAL;
  wire CMP_ENABLE_SIGNAL;
  wire SHIFT_ENABLE_SIGNAL;
  DECODER_UNIT D_unit (
      .ALU_FUN_DEC(ALU_FUN_TOP[3:2]),
      .CLK_DEC(CLK_TOP),
      .RST_DEC(RST_TOP),
      .ARITH_EN_DEC(ARITH_ENABLE_SIGNAL),
      .LOGIC_EN_DEC(LOGIC_ENABLE_SIGNAL),
      .CMP_EN_DEC(CMP_ENABLE_SIGNAL),
      .SHIFT_EN_DEC(SHIFT_ENABLE_SIGNAL)
  );
  ARITH_UNIT #(
      .A_width(A_width_TOP),
      .B_width(B_width_TOP),
      .ARITH_OUT_width(ARITH_OUT_width_TOP)
  ) A_unit (
      .A_IN_ARITH(A_IN_TOP),
      .B_IN_ARITH(B_IN_TOP),
      .CLK_ARITH(CLK_TOP),
      .RST_ARITH(RST_TOP),
      .ALU_FUN_ARITH(ALU_FUN_TOP[1:0]),
      .ARITH_EN(ARITH_ENABLE_SIGNAL),
      .ARITH_FLAG(ARITH_Flag_TOP),
      .Carry_out(Carry_out_TOP),
      .ARITH_OUT(ARITH_OUT_TOP)
  );
  LOGIC_UNIT #(
      .A_width(A_width_TOP),
      .B_width(B_width_TOP),
      .LOGIC_OUT_width(LOGIC_OUT_width_TOP)
  ) L_unit (
      .A_IN_LOGIC(A_IN_TOP),
      .B_IN_LOGIC(B_IN_TOP),
      .CLK_LOGIC(CLK_TOP),
      .RST_LOGIC(RST_TOP),
      .ALU_FUN_LOGIC(ALU_FUN_TOP[1:0]),
      .LOGIC_EN(LOGIC_ENABLE_SIGNAL),
      .LOGIC_FLAG(LOGIC_Flag_TOP),
      .LOGIC_OUT(LOGIC_OUT_TOP)
  );
  CMP_UNIT #(
      .A_width(A_width_TOP),
      .B_width(B_width_TOP),
      .CMP_OUT_width(CMP_OUT_width_TOP)
  ) C_unit (
      .A_IN_CMP(A_IN_TOP),
      .B_IN_CMP(B_IN_TOP),
      .CLK_CMP(CLK_TOP),
      .RST_CMP(RST_TOP),
      .ALU_FUN_CPM(ALU_FUN_TOP[1:0]),
      .CMP_EN(CMP_ENABLE_SIGNAL),
      .CMP_Flag(CMP_Flag_TOP),
      .CMP_OUT(CMP_OUT_TOP)
  );
  SHIFT_UNIT #(
      .A_width(A_width_TOP),
      .B_width(B_width_TOP),
      .SHIFT_OUT_width(SHIFT_OUT_width_TOP)
  ) S_unit (
      .A_IN_SHIFT(A_IN_TOP),
      .B_IN_SHIFT(B_IN_TOP),
      .CLK_SHIFT(CLK_TOP),
      .RST_SHIFT(RST_TOP),
      .ALU_FUN_SHIFT(ALU_FUN_TOP[1:0]),
      .Shift_EN(SHIFT_ENABLE_SIGNAL),
      .SHIFT_FLAG(SHIFT_Flag_TOP),
      .SHIFT_OUT(SHIFT_OUT_TOP)
  );
endmodule
module ARITH_UNIT #(
    parameter A_width = 16,
    parameter B_width = 16,
    parameter ARITH_OUT_width = 16
) (
    input wire [A_width- 1:0] A_IN_ARITH,
    input wire [B_width- 1:0] B_IN_ARITH,
    input wire CLK_ARITH,
    input wire RST_ARITH,
    input wire [1:0] ALU_FUN_ARITH,
    input wire ARITH_EN,
    output reg ARITH_FLAG,
    output reg Carry_out,
    output reg [ARITH_OUT_width- 1:0] ARITH_OUT
);
  localparam Addition = 2'b00;
  localparam Subtraction = 2'b01;
  localparam Multiplication = 2'b10;
  localparam Division = 2'b11;
  always @(posedge CLK_ARITH or negedge RST_ARITH) begin
    if (!RST_ARITH) begin
      ARITH_OUT  <= 0;
      Carry_out  <= 0;
      ARITH_FLAG <= 0;
    end else if (ARITH_EN) begin
        ARITH_FLAG <= 1;
        case (ALU_FUN_ARITH)
          Addition: {Carry_out, ARITH_OUT} <= A_IN_ARITH + B_IN_ARITH;
          Subtraction: {Carry_out, ARITH_OUT} <= A_IN_ARITH - B_IN_ARITH;
          Multiplication: {Carry_out, ARITH_OUT} <= A_IN_ARITH * B_IN_ARITH;
          Division: {Carry_out, ARITH_OUT} <= A_IN_ARITH / B_IN_ARITH;
        endcase
      end else begin
        ARITH_OUT <= 0;
        ARITH_FLAG <= 0;
      end
    end
endmodule
module CMP_UNIT #(
    parameter A_width = 16,
    parameter B_width = 16,
    parameter CMP_OUT_width = 16
) (
    input wire [A_width- 1:0] A_IN_CMP,
    input wire [B_width- 1:0] B_IN_CMP,
    input wire CLK_CMP,
    input wire RST_CMP,
    input wire [1:0] ALU_FUN_CPM,
    input wire CMP_EN,
    output reg CMP_Flag,
    output reg [CMP_OUT_width- 1:0] CMP_OUT
);
  localparam NOP = 2'b00;
  localparam equal = 2'b01;
  localparam Greater = 2'b10;
  localparam Less = 2'b11;
  always @(posedge CLK_CMP or negedge RST_CMP) begin
    if (!RST_CMP) begin
      CMP_OUT  <= 0;
      CMP_Flag <= 0;
    end else begin
      if (CMP_EN) begin
        CMP_Flag <= 1;
        case (ALU_FUN_CPM)
          NOP: CMP_OUT <= 0;
          equal: begin
            if (A_IN_CMP == B_IN_CMP) CMP_OUT <= 1;
            else CMP_OUT <= 0;
          end
          Greater: begin
            if (A_IN_CMP > B_IN_CMP) CMP_OUT <= 2;
            else CMP_OUT <= 0;
          end
          Less: begin
            if (A_IN_CMP < B_IN_CMP) CMP_OUT <= 2;
            else CMP_OUT <= 3;
          end
        endcase
      end else begin
        CMP_OUT <= 0;
        CMP_Flag <= 0;
      end
    end
  end
endmodule
module DECODER_UNIT (
    input wire [1:0] ALU_FUN_DEC,
    input wire CLK_DEC,
    input wire RST_DEC,
    output reg ARITH_EN_DEC,
    LOGIC_EN_DEC,
    CMP_EN_DEC,
    SHIFT_EN_DEC
);
  localparam ARITH_PROCESS = 2'b00;
  localparam LOGIC_PROCESS = 2'b01;
  localparam CMP_PROCESS = 2'b10;
  localparam SHIFT_PROCESS = 2'b11;
  always @(*) begin
    if (!RST_DEC) begin
      ARITH_EN_DEC = 1'b0;
      LOGIC_EN_DEC = 1'b0;
      CMP_EN_DEC   = 1'b0;
      SHIFT_EN_DEC = 1'b0;
    end else begin
      case (ALU_FUN_DEC)
        ARITH_PROCESS:begin 
        ARITH_EN_DEC = 1'b1;
        LOGIC_EN_DEC = 1'b0;
      CMP_EN_DEC   = 1'b0;
      SHIFT_EN_DEC = 1'b0;
        end
        LOGIC_PROCESS: begin
        LOGIC_EN_DEC = 1'b1;
        CMP_EN_DEC   = 1'b0;
      SHIFT_EN_DEC = 1'b0;
      ARITH_EN_DEC = 1'b0;
        end
        CMP_PROCESS:  begin
         ARITH_EN_DEC = 1'b0;
      LOGIC_EN_DEC = 1'b0;
         CMP_EN_DEC = 1'b1;
         SHIFT_EN_DEC = 1'b0;
         end
        SHIFT_PROCESS: begin
        ARITH_EN_DEC = 1'b0;
      LOGIC_EN_DEC = 1'b0;
      CMP_EN_DEC   = 1'b0;
        SHIFT_EN_DEC = 1'b1;
        end
      endcase
    end
  end
endmodule
module LOGIC_UNIT #(
    parameter A_width = 16,
    parameter B_width = 16,
    parameter LOGIC_OUT_width = 16
) (
    input wire [A_width- 1:0] A_IN_LOGIC,
    input wire [B_width- 1:0] B_IN_LOGIC,
    input wire CLK_LOGIC,
    input wire RST_LOGIC,
    input wire [1:0] ALU_FUN_LOGIC,
    input wire LOGIC_EN,
    output reg LOGIC_FLAG,
    output reg [LOGIC_OUT_width- 1:0] LOGIC_OUT
);
  localparam LOGIC_AND = 2'b00;
  localparam LOGIC_OR = 2'b01;
  localparam LOGIC_NAND = 2'b10;
  localparam LOGIC_NOR = 2'b11;
  always @(posedge CLK_LOGIC or negedge RST_LOGIC) begin
    if (!RST_LOGIC) begin
      LOGIC_OUT  <= 0;
      LOGIC_FLAG <= 0;
    end else begin
      if (LOGIC_EN) begin
        LOGIC_FLAG <= 1;
        case (ALU_FUN_LOGIC)
          LOGIC_AND:  LOGIC_OUT = A_IN_LOGIC & B_IN_LOGIC;
          LOGIC_OR:   LOGIC_OUT = A_IN_LOGIC | B_IN_LOGIC;
          LOGIC_NAND: LOGIC_OUT = ~(A_IN_LOGIC & B_IN_LOGIC);
          LOGIC_NOR:  LOGIC_OUT = ~(A_IN_LOGIC & B_IN_LOGIC);
        endcase
      end else begin
        LOGIC_OUT <= 0;
        LOGIC_FLAG <= 0;
      end
    end
  end
endmodule
module SHIFT_UNIT #(
    parameter A_width = 16,
    parameter B_width = 16,
    parameter SHIFT_OUT_width = 16
) (
    input wire [A_width- 1:0] A_IN_SHIFT,
    input wire [B_width- 1:0] B_IN_SHIFT,
    input wire CLK_SHIFT,
    input wire RST_SHIFT,
    input wire [1:0] ALU_FUN_SHIFT,
    input wire Shift_EN,
    output reg SHIFT_FLAG,
    output reg [SHIFT_OUT_width- 1:0] SHIFT_OUT
);
  localparam LeftA = 2'b00;
  localparam RightA = 2'b01;
  localparam LeftB = 2'b10;
  localparam RightB = 2'b11;
  always @(posedge CLK_SHIFT or negedge RST_SHIFT) begin
    if (!RST_SHIFT) begin
      SHIFT_OUT  <= 0;
      SHIFT_FLAG <= 0;
    end else begin
      if (Shift_EN) begin
        SHIFT_FLAG <= 1;
        case (ALU_FUN_SHIFT)
          LeftA:  SHIFT_OUT <= A_IN_SHIFT >> 1;
          RightA: SHIFT_OUT <= A_IN_SHIFT << 1;
          LeftA:  SHIFT_OUT <= B_IN_SHIFT >> 1;
          RightB: SHIFT_OUT <= B_IN_SHIFT << 1;
        endcase
      end else begin
        SHIFT_OUT <= 0;
        SHIFT_FLAG <= 0;
      end
    end
  end
endmodule
--- /design/flow/run.sh ---
#!/bin/bash
# OpenROAD 26Q1-2900-gdf79404cd8, Yosys 0.63+post, stock flow scripts
make -C /OpenROAD-flow-scripts/flow DESIGN_CONFIG=/design/flow/config.mk WORK_HOME=/design/flow/orfs finish
==> Changelog: implementation <==
## Flow update

- Starting Density: 0.514
- Total CTS buffers: 5
- Dpl hpwl: 50,300 um
- Global placer's final weighted congestion: 1.09
- Synth Seq Share: 0.0840
- Stop stage: global routing (5_1_grt)
- Asr flop ratio synth: 1.00
- Cell Area, Synth: 16,400 sq um
- IO Pins: 107
- Yosys chip area: 16,400 sq um
- Yosys warning count: 5
- Yosys cell count: 2,095
- Max H-tree Level: 2
- Row count: 65
- Die height: 183 um
- Post-synth regs: 55
- Distinct lib cells used: 90
- Clock Root Buffer: clkbuf_16
- Post-synthesis average cell area: 7.82 sq um
- First error message: [ERROR GRT-0232] Routing congestion too high. Check the congestion heatmap in the GUI.
- Chip width: 183 um
- Clock Tree Buf Depth: 2
- Status: did not finish
- Port buffer count: 92
- Worst setup endpoint GRT: A_unit.ARITH_OUT[0]$_DFF_PN0_/D
- Top FF cell, synth: dfrtp_1
- Largest net degree at the start of global routing: 44
- Synthesized netlist cell count: 2,095
- EDFF count, synth: 0
- Category of the worst endpoint: register data pin
- CTS Sinks: 55
- Hold_buf cts: 0
-- synth_stat cells, types with 13 or more instances --
cell / count / area (sq um)
ha_1: 251 / 3140
nand2_1: 227 / 852
nor2_1: 206 / 773
inv_1: 201 / 754
a21oi_1: 113 / 566
fa_1: 96 / 1920
xnor2_1: 86 / 753
o21ai_0: 78 / 390
clkbuf_1: 70 / 263
nor3_1: 67 / 335
a21o_1: 57 / 428
dfrtp_1: 55 / 1380
xor2_1: 55 / 482
o21a_1: 47 / 353
nand3_1: 39 / 195
a211oi_1: 29 / 218
nor2b_1: 29 / 181
mux2_2: 28 / 315
a31oi_1: 26 / 163
o211ai_1: 23 / 173
mux4_2: 22 / 495
or3_1: 18 / 113
buf_4: 15 / 113
nor4_1: 15 / 93.8
o31ai_1: 14 / 105
o21bai_1: 13 / 97.6
-- logic make-up after synthesis --
| family | after synthesis | synth area share |
|---|---|---|
| other | 1 | 0.000229 |
| buffers and inverters | 306 | 0.0744 |
| DFF | 55 | 0.0840 |
| adders and majority gates | 347 | 0.309 |
| muxes | 62 | 0.0568 |
| AOI/OAI and AO/OA | 502 | 0.210 |
| xor gates and xnor gates | 141 | 0.0754 |
| and+or+nand+nor | 681 | 0.190 |
-- through the flow --
step	setup slack [ps]	cell area, sq um	total power, mW	std cells
4_1_cts	-21660	26600	27.8	3430
3_5_place_dp	-23680	23400	23.6	3224
3_3_place_gp	-23180	23400	23.3	3224
2_1_floorplan	-22200	17400	14.4	2109
-- what timing repair did --
item,in CTS
gates cloned,2
buffers inserted,197
pin swaps,141
endpoints found under the setup margin,78
gates resized,475
Power is estimated from default activity; no workload was simulated.
