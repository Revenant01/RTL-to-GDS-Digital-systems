$ cat design/flow/config.mk
export PLATFORM = sky130hd
export DESIGN_NAME = UART_Tx
export DESIGN_NICKNAME = UART_Tx
export VERILOG_FILES = /design/flow/design.v
export SDC_FILE = /design/flow/constraint.sdc
export NUM_CORES = 4
export LEC_CHECK = 1
export CORE_UTILIZATION = 50
$ cat design/flow/constraint.sdc
current_design UART_Tx

set clk_period 4.7
set clk_io_pct 0.2

create_clock -name clk0 -period $clk_period [get_ports {CLK}]

set non_clock_inputs [all_inputs -no_clocks]
set_input_delay [expr $clk_period * $clk_io_pct] -clock clk0 $non_clock_inputs
set_output_delay [expr $clk_period * $clk_io_pct] -clock clk0 [all_outputs]
$ cat design/flow/design.v
module UART_Tx #(
    parameter CLK_freq = 100_000_000,
    parameter BAUD_RATE = 9600,
    parameter P_data_width = 8,
    parameter data_size_address = $clog2(P_data_width),   
    parameter CLK_Ticks = CLK_freq / BAUD_RATE   
) (
    input wire CLK,
    input wire RST,
    input wire PAR_EN,
    input wire PAR_TYP,
    input wire [P_data_width-1:0] P_data,
    input wire DATA_VALID,
    output reg TX_OUT,
    output reg Busy
);
  reg [2:0] current_state = 3'b000;
  reg [P_data_width-1 : 0] data_Reg;
  reg [data_size_address-1 : 0] bitIdx;
  wire [data_size_address-1:0] Idx;
  assign Idx = bitIdx;
  integer CLK_Counter = 'b0;
  reg myClock = 'b0;
  always @(posedge CLK) begin
    CLK_Counter <= CLK_Counter + 1;
    if (CLK_Counter < CLK_Ticks / 2) begin
      myClock <= 'b0;
    end else if (CLK_Counter < CLK_Ticks) begin
      myClock <= 'b1;
    end else begin
      CLK_Counter <= 'b0;
      myClock <= 'b0;
    end
  end
  always @(posedge myClock or negedge RST) begin
    if (!RST) begin
    end else begin
      case (current_state)
        3'b000: begin
          TX_OUT   <= 'b1;
          bitIdx   <= 'b0;
          data_Reg <= 'b0;
          Busy     <= 'b0;
          if (!Busy && DATA_VALID) begin
            data_Reg <= P_data;
          end
        end
        3'b001: begin
          TX_OUT <= 'b0;
          Busy   <= 1;
        end
        3'b011: begin
          TX_OUT <= data_Reg[Idx];
          if (&bitIdx) begin
            bitIdx <= 'b0;
          end else begin
            bitIdx <= bitIdx + 'b1;
          end
        end
        3'b010: begin
          if (PAR_TYP) begin
            if (^data_Reg) begin
              TX_OUT <= 'b0;
            end else begin
              TX_OUT <= 'b1;
            end
          end else begin
            if (~(^data_Reg)) begin
              TX_OUT <= 'b0;
            end else begin
              TX_OUT <= 'b1;
            end
          end
        end
        3'b110: begin
          TX_OUT <= 'b1;
        end
        default: begin
        end
      endcase
    end
  end
  always @(posedge myClock or negedge RST) begin
    if (!RST) begin
      current_state <= 3'b000;
    end else begin
      case (current_state)
        3'b000: begin
          if (!Busy && DATA_VALID) begin
            current_state <= 3'b001;
          end
        end
        3'b001: begin
          current_state <= 3'b011;
        end
        3'b011: begin
          if (&bitIdx) begin
            if (PAR_EN) begin
              current_state <= 3'b010;
            end else begin
              current_state <= 3'b110;
            end
          end
        end
        3'b010: begin
          current_state <= 3'b110;
        end
        3'b110: begin
          if (DATA_VALID) begin
            current_state <= 3'b001;
          end else begin
            current_state <= 3'b000;
          end
        end
        default: begin
          current_state <= 3'b000;
        end
      endcase
    end
  end
endmodule
$ cat design/flow/run.sh
#!/bin/bash
# OpenROAD 26Q1-2900-gdf79404cd8, Yosys 0.63+post, stock flow scripts
make -C /OpenROAD-flow-scripts/flow DESIGN_CONFIG=/design/flow/config.mk WORK_HOME=/design/flow/orfs finish
==> run notes <==
The synthesis and place-and-route flow finished, so here is a summary.

Per the synthesis report, the XOR/XNOR share of the synthesized area is 0.115. The maximum vdd ir drop came out at approximately 0.00020 V. The count of buffering cells on the critical path with inverters included came out at 0. The wire length per cell after detailed routing is 12.7 µm. The number of non-filler instances in the completed layout came out at between 300 and 400. The clock slew at the register clock pins of the worst setup and hold paths came out at 0.06 ns. The number of unconstrained endpoints came out at 31.

The highest achievable clock rate came out at 498 MHz. The transition time of the tightest slew-check pin is 0.761 ns. The instance tally after logic synthesis came out at 247. The number of vias per cell after detailed routing is roughly 5.6. The slew check shows that the tightest pin keeps a relative margin of 0.492. The minimum period implied by the final worst setup slack is between 2 and 2.5 ns. The portion of netlist area occupied by mux cells is 0.0219. Prior to clock tree synthesis, the placed netlist has a worst setup slack of ~2.7 ns. The synthesized area is between 2000 and 2500 µm². The top cell type's share of synthesized area came out at 0.275. The post-detailed-placement half-perimeter wirelength is between 2000 and 3000 µm. The main area contributors are dfxtp_1 (28%), edfxtp_1 (16%), xor2_1 (6.6%).

The number of global-route vias before repair came out at approximately 1,700. The number of iterations in the first detailed-routing pass came out at 20. The number of antenna violations at the first check in global routing is 0. The highest cell delay on the worst timing path is between 0.5 and 0.6 ns. The die boundary height came out at between 70 and 80 µm. met1 track demand over resource after global routing is 0.321. The max capacitance violation total is 0.

The required time at the worst-slack endpoint came out at around 4.9 ns. The number of register pins that no clock reaches came out at 16. The final timing report gives a worst setup slack of 2.69 ns.

The total die size came out at 5080 µm². The flow ran to the end, and the final reports show no timing, DRC or antenna violations. Cell internal power was estimated by the tool at between 0.3 and 0.4 mW.

The violation count after the first detailed-route iteration came out at roughly 130. The cell chosen for the clock root is clkbuf_8. The critical path goes through and3_1 > and3_1 > nand4_4 > or3_1 > a21oi_1.

The count of yosys warnings during synthesis came out at 1. The complex-gate fraction of the synthesized area came out at 0.0668. The tool warning count for the run is 26. The post-CTS setup-driven buffer insertion count came out at 0. The number of buffers inserted during clock tree synthesis came out at 5.

The aggregate global routing overflow came out at 0. The post-synthesis share of cell area spent on and, or, nand and nor gates is 0.280. The sequential cell fraction of total power is 0.569. The most used flip-flop cell after synthesis is dfxtp_1. As logged by OpenROAD, the buffers inserted on ports number 14. The met3 track demand over resource is 0.0371. The worst setup path is launched from a flip-flop. The met2 usage in global routing is 0.262. On the critical path, the stage with the largest delay is an instance of and3_1. After layout, the setup clock skew is reported as 0.00371 ns. The power per cell area is 186 nW/µm². The post-route setup TNS is 0 ns. Yosys shows that the main logic family after synthesis is simple AND/OR/NAND/NOR gates. The standard cell area after detailed placement is roughly 2600 µm².

Entering global routing, the biggest net connects 25 pins. In this run the power spent charging and discharging nets is between 0.09 and 0.1 mW. The completed layout was analyzed and its total power is 0.493 mW. The switching portion of total power came out at 0.194. Along the worst path, the maximum fanout reaches 16. Per the synth log, the flip-flop and latch total comes to approximately 49. The cell type that accounts for the most area after synthesis is dfxtp_1.

The netlist uses between 40 and 50 different library cells. The synthesized chip area reported by yosys is 2400 µm². The global-route wire length before repair came out at between 7000 and 8000 µm. The final timing report lists a max-slew violation count of 0.

The CTS H-tree depth came out at 2. The post-route cell area is between 2000 and 3000 µm². The data arrival time of the critical path came out at around 2.2 ns.

Setup repair after global routing left no endpoint under its margin. The power report puts the leakage power at 1.05 nW. The number of enable flip-flop cells is 13. Wires add up to about 4000 µm. By instance count, the cell type seen most on the critical path is and3_1. The core outline area came out at 4470 µm². The critical path is of the flip-flop to flip-flop type. Once detail routing completed, the nets flagged for antenna violations numbered 0. In this design, the largest share of critical-path delay is due to simple AND/OR/NAND/NOR gates. The fraction of the core area occupied by cells at floorplan came out at 0.536. The layer flagged by global routing as most heavily used is met1. The combined global-route utilization of all metal layers is 0.184. The proportion of power drawn by the clock network came out at 0.399. The number of gates resized after cts came out at 0. Of the total power, combinational logic draws 0.032. Per the placement report, the placed cell count is a little over 300. Compared with the post-synthesis result, the final layout area differs by 10.3%.

The mean instance size in the synthesized netlist came out at between 9 and 10 µm². The DRC violations left is 0. The worst min-delay path class is flip-flop to flip-flop. TritonCTS built the clock tree. The cts-stage hold buffer count came out at 0.

In this run, the synthesized area fraction spent on adder and majority cells is recorded as 0.0156. The repair_antennas step left the layout with diodes totalling 0. The proportion of synthesized chip area in sequential cells is 0.469. Pin placement for this block handled 15 I/O pins. The clock insertion delay at the later pin of the skew report came out at roughly 0.28 ns.

The final count of negative-setup-slack endpoints came out at 0. The number of rows in the core area is 24. The share of final-layout standard cells stronger than drive strength 1 is 0.0651. The yosys stat cell total came out at 247. The final cycle utilization of the critical path came out at 0.427. The vias after detailed routing is 1,739. The count of endpoints failing hold in the final timing report came out at 0. In the synthesized netlist the async set-or-reset flop fraction comes to 0.0612.

The final RePlAce weighted congestion came out at 0.813. The maximum number of buffers from clock root to sink is 2. The width of the die is a little over 70 µm. The worst setup path is captured at a flip-flop.
==> synth_stat cells (2+ instances only) <==
cell type  number
nor2b_1         5
nand4_1         9
dfrtp_1         3
and2_1         11
and3_1          8
nor3b_1         4
xnor2_1        11
o21ai_0         8
a21oi_1        12
edfxtp_1       13
nor4_1          5
mux2i_1         3
nor2_1         33
nand4_2         2
nor3_1          4
xor2_1         18
buf_2           3
or3_1           5
nand2_1        10
and3_2          2
dfxtp_1        33
a211oi_1        2
nand3_1        11
inv_1           5
clkbuf_1        4
ha_1            3
nand2b_1        4
buf_4           2
==> logic make-up after synthesis <==
logic type                 after synthesis
and+or+nand+nor                        118
DFF                                     49
xor gates and xnor gates                30
AOI/OAI and AO/OA                       28
buffers and inverters                   15
muxes                                    4
adders and majority gates                3
==> metrics by stage <==
step           hold slack (ns)   util
5_1_grt                  0.474  0.591
6_report                 0.445  0.591
3_5_place_dp             0.434  0.574
4_1_cts                  0.444  0.591
3_3_place_gp             0.422  0.574
2_1_floorplan            0.413      -
==> final cells by class <==
class	count	area (µm²)
sequential	49	1130
timing repair buffer	16	155
tap	52	65.1
clock buffer	8	80.1
fill	371	1830
multi-input combinational	183	1200
inverter	5	18.8
==> state kept, by name, summed over array words and instances (netlist names) <==
name,count
Busy,1
myClock,1
TX_OUT,1
CLK_Counter,32
bitIdx,3
current_state,3
data_Reg,8
==> power groups by stage <==
stage                 clock [mW]  sequential (mW)  combinational, mW
final                      0.197            0.281             0.0158
after global routing       0.217            0.280             0.0175
after CTS                  0.203            0.281             0.0161
==> worst register-to-register path: stages (launching register included) <==
cell and delay [ns]:
dfxtp_1 0.42, and3_1 0.21, and3_1 0.58, nand4_4 0.21, or3_1 0.36, a21oi_1 0.15
==> worst paths after layout <==
check	to	cells past startpoint	startpoint	slack [ns]
min	CLK_Counter[0]$_DFF_P_	1	CLK_Counter[0]$_DFF_P_	0.45
max	CLK_Counter[26]$_DFF_P_	5	CLK_Counter[7]$_DFF_P_	2.69
min reg2reg	CLK_Counter[0]$_DFF_P_	1	CLK_Counter[0]$_DFF_P_	0.45
max reg2reg	CLK_Counter[26]$_DFF_P_	5	CLK_Counter[7]$_DFF_P_	2.69
==> cells in the final DEF, fill, tap and decap left out, types with 2 or more instances in the layout <==
cell	count
nand3_1	11
a211oi_1	2
inv_1	5
nor2b_1	5
mux2i_1	3
a21oi_1	11
or3_1	5
buf_4	2
clkbuf_8	5
clkdlybuf4s50_1	14
nor3b_1	4
nor3_1	4
and3_1	8
nor4_1	5
o21ai_0	8
xor2_1	18
dfrtp_1	3
nand2_1	10
clkbuf_1	3
dfxtp_1	33
edfxtp_1	13
and3_2	2
nand4_1	9
nand2b_1	4
ha_1	3
nand4_2	2
xnor2_1	11
nor2_1	33
and2_1	11
==> metal layers <==
metal / share of wire / wire length (µm)
met3: 0.042 / 168
met5: 0 / 0
met1: 0.53 / 2080
met2: 0.43 / 1700
met4: 0.0043 / 17
Power figures rest on the tool's default switching activity, not on a simulated workload.
